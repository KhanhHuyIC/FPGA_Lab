`flow/config.mk`:
```
export PLATFORM = sky130hd
export DESIGN_NAME = FIR_pipeline
export DESIGN_NICKNAME = FIR_pipeline
export VERILOG_FILES = /design/flow/design.v
export SDC_FILE = /design/flow/constraint.sdc
export NUM_CORES = 4
export LEC_CHECK = 1
export CORE_UTILIZATION = 50
export SYNTH_HDL_FRONTEND = slang
```
`flow/constraint.sdc`:
```
current_design FIR_pipeline

set clk_period 43.6
set clk_io_pct 0.2

create_clock -name clk0 -period $clk_period [get_ports {clk}]

set non_clock_inputs [all_inputs -no_clocks]
set_input_delay [expr $clk_period * $clk_io_pct] -clock clk0 $non_clock_inputs
set_output_delay [expr $clk_period * $clk_io_pct] -clock clk0 [all_outputs]
```
`flow/design.v`:
```
module FIR_pipeline #(  
parameter N_taps = 33  
)(
   input  clk,
   input  reset_n,
   input  [23:0] data_in,
   output [23:0] data_out
);
   logic signed [23:0] coeff [0:N_taps-1]={24'h001D04, 24'h00380B, 24'h006917, 24'h00B079,
                              24'h0111AD, 24'h018ED7, 24'h022829, 24'h02DB83,
                              24'h03A43E, 24'h047B31, 24'h05570A, 24'h062CDF,
                              24'h06F107, 24'h079802, 24'h081792, 24'h08679A,
                              24'h0882DC, 24'h08679A, 24'h081792, 24'h079802,
                              24'h06F107, 24'h062CDF, 24'h05570A, 24'h047B31,
                              24'h03A43E, 24'h02DB83, 24'h022829, 24'h018ED7,
                              24'h0111AD, 24'h00B079, 24'h006917, 24'h00380B,
                              24'h001D04};
   logic signed [23:0] Areg_out; 
   logic signed [48:0] Mreg_in [0:N_taps-1];
   logic signed [48:0] Mreg_out [0:N_taps-1];
   logic signed [48:0] Preg_in [0:N_taps-1];
   logic signed [48:0] Preg_out [0:N_taps-1];
   always @(posedge clk or negedge reset_n) begin
      if (!reset_n) begin
         Areg_out <=24'd0;  
         for (int i = 0; i < N_taps; i = i + 1) begin
            Mreg_out[i] <= 48'd0;
            Preg_out[i] <= 48'd0;
         end
      end else begin
         Areg_out <= data_in;  
         for (int i = 0; i < N_taps; i = i + 1) begin
            Mreg_out[i] <= Mreg_in[i];
            Preg_out[i] <= Preg_in[i];
         end
      end
   end
   always_comb begin
      for (int i = 0; i < N_taps; i = i + 1) begin
	 Mreg_in[i] = Areg_out*coeff[i];
      end
      for (int j = 0; j < N_taps-1; j = j + 1) begin
	 Preg_in[j] = Mreg_out[j] +Preg_out[j+1];
      end
         Preg_in[N_taps-1] = Mreg_out[N_taps-1];
   end
   assign data_out = Preg_in[0] >>> 24 ;
endmodule
```
`flow/run.sh`:
```
#!/bin/bash
# OpenROAD 26Q1-2900-gdf79404cd8, Yosys 0.63+post, stock flow scripts
make -C /OpenROAD-flow-scripts/flow DESIGN_CONFIG=/design/flow/config.mk WORK_HOME=/design/flow/orfs finish
```
==> results.txt <==
Cts repair resizes - 0
Vias in the first global route - 198000
Post-Synthesis Cell Area - 0.247 mm²
Clk sinks - 2308
DRC viols - 0
Crit path cell chain - buf_4 -> ha_1 -> nand4_1 -> a21boi_0 -> buf_4 -> o211ai_1 -> a2bb2oi_1 -> o21a_1 -> a21oi_1 -> a21o_1 -> nand4_1 -> a21boi_0 -> o21a_1 -> nor2_1 -> xnor2_1 -> clkdlybuf4s50_1
Post-cts hold buffer count - 0
Simple-gate share of the synthesized area - 7.89%
Post-Synthesis Cells - 25300
Drt first pass iters - 7
Worst Hold Depth - 0
Initial Utilization - 50.3%
Endpoints failing setup - 0
Tool warnings - 231
Post-route ant nets - 0
Yosys adder share - 38.7%
Die height - 705 µm
Clk_skew - 0.127 ns
Setup WS post-layout - 29.10 ns
Worst setup EP type - primary output
Period utilization - 33.3%
CP max FO - 12
Aoi share - 15.5%
GR Util met1 - 53.9%
First-pass GRT wire length - 1480000 µm
Slew @ Worst Pin - 1.32 ns
GR Layer Usage met2 - 64.0%
Core area - 0.491 mm²
Maximum clock frequency - 0.0690 GHz
Buffers on Ports - 49
CTS Buf Count - 285
Largest logic family - adder cells
Yosys xor share - 7.41%
Crit path DAT - 5.78 ns
WL final - 1060000 µm
Slowest stage delay, CP - 0.78 ns
Setup bufs post-CTS - 0
Met3 Use GR - 27.4%
Die width - 705 µm
Antenna violations before repair - 153
Normalized max-slew margin - 11.2%
DP HPWL - 899000 µm
Largest net degree at the start of global routing - 108
Status - finished clean
Number of distinct library cells after synthesis - 93
Wire per inst - 32.5 µm
CTS tree - built
Sequential area share after synthesis - 23.4%
Syn-to-layout area delta - 8.90%
Clock transition at path regs - 0.06 ns
Row Count - 257
Min-delay src - Preg_out[441]$_DFF_PN0_
Final Wtd Congestion - 1.16
Crit path buffers/inverters - 3
WS Path Type - reg -> out
# Cells Yosys - 25300
Mux contribution to synthesized area - 0.0937%
Vias/cell - 5.83
Final Util - 54.8%
Longest Clk Path Bufs - 4
Final hold vios - 0
GRT Util Overall - 45.5%
Async SR Flop Fraction - 100%
Most frequent cells after synthesis - inv_1 (4159), ha_1 (4051), dfrtp_1 (2308), fa_1 (2250), a21oi_1 (1944)
Yosys warning tally - 0
YS chip area - 0.247 mm²
Worst path top cell family by delay - AND-OR/OR-AND gates
Busiest layer in global routing - met2
Grt total ovfl - 0
Top-area cell share - 23.4%
Fin crit period - 14.50 ns
Share of layout cells above drive strength 1 - 4.77%
Count of final max-slew check failures - 0
R2R Setup Slk - 33.24 ns
Worst endpoint required time - 34.88 ns
RSZ-0062 raised after global routing - false
Total die size - 0.497 mm²
Setup TNS Final - 0 ns
Post-Place Worst Slack - 29.36 ns
Hold Crit Class - reg -> reg
Htree depth - 5
Leading area contributor after synthesis - dfrtp_1
Top area cell types - dfrtp_1 (23%), ha_1 (21%), fa_1 (18%)
Top Ports - 50
Yosys top cell by instances - inv_1
Total number of vias - 190000
Worst reg2reg startpoint - Areg_out[15]$_DFF_PN0_
R2R depth - 28
CP startpoint kind - flop
Number of synthesized flops with an enable pin - 0
CTS root buffer - clkbuf_16
Dominant Register Cell - dfrtp_1
Clock latency (worst-skew pair) - 1.07 ns
Syn Area/Cell - 9.78 µm²
Max Cap Viol - 0
Reg2Reg Capture Point - Mreg_out[1073]$_DFF_PN0_
CP max stage cell - a21boi_0
Min-Delay Endpoint - Preg_out[490]$_DFF_PN0_
Iteration-0 DRC Markers - 12500
Synth flops - 2308
## layer usage
metal	routed length (µm)	up-vias
li1	-	86600
met2	450000	7712
met4	84000	150
met3	157000	2403
met5	2260	-
met1	370000	93400
## logic make-up (layout without fill, tap and decap cells)
kind of cell / Yosys count / in the layout
mux: 23 / 23
simple gates: 3994 / 3994
other cells: 0 / 152
fa+ha+maj: 6302 / 6302
flops: 2308 / 2308
xor+xnor: 2091 / 2091
buf+inv: 4550 / 5289
compound gates: 5999 / 5999
## state kept, by name (all words and copies together) (netlist names)
name      flops
Mreg_out    753
Preg_out   1531
Areg_out     24
## placed cells by master (no fill, tap or decap), drive strengths merged, types with 54 or more instances in the layout
master and n:
nor3 214, buf 566, nor2 977, nand2 1001
and2 106, clkinv 81, o31ai 89, nand3 376
and3 180, a31oi 175, clkbuf 371, inv 4168
xnor2 1395, a41oi 54, a211oi 148, a21o 1342
o21bai 299, nand2b 308, o21ai 1023, fa 2250
a221oi 61, o21a 263, diode 152, xor2 696
a21boi 58, or2 56, ha 4051, a21oi 1946
nand4 271, nor2b 303, dfrtp 2308, o211ai 68
## worst max-delay path by stage
stage	from	cells after the start	end	slack, ns
6_report	Mreg_out[149]$_DFF_PN0_	16	data_out[23]	29.10
4_1_cts	Mreg_out[149]$_DFF_PN0_	16	data_out[23]	28.97
5_1_grt	Mreg_out[148]$_DFF_PN0_	16	data_out[23]	28.89
## final cells by class
class                   instances  area, µm²
diodes                        152        380
clock buffers                 371       7860
clock inverters               145       2280
fillers                     43100     222000
inverters                    4159      15600
multi-input cells           18400     172000
flip-flops and latches       2308      57800
well taps                    6475       8100
repair buffers                614       4800
## stage by stage
step,hold WS (ns),cells,instance area (µm²)
floorplan,0.331,25300,247000
global placement,0.332,32000,259000
detailed placement,0.335,32000,259000
CTS,0.291,32500,269000
global route,0.306,32500,269000
finish,0.291,32600,269000
