==> design.v <==
module FIR #(  
parameter N_taps = 33  
)(
   input  clk,
   input  reset_n,
   input  [23:0] data_in,
   output [23:0] data_out
);
   logic signed [23:0] coeff [0:N_taps-1]={24'h001D04, 24'h00380B, 24'h006917, 24'h00B079, 
                              24'h0111AD, 24'h018ED7, 24'h022829, 24'h02DB83, 
                              24'h03A43E, 24'h047B31, 24'h05570A, 24'h062CDF, 
                              24'h06F107, 24'h079802, 24'h081792, 24'h08679A, 
                              24'h0882DC, 24'h08679A, 24'h081792, 24'h079802, 
                              24'h06F107, 24'h062CDF, 24'h05570A, 24'h047B31, 
                              24'h03A43E, 24'h02DB83, 24'h022829, 24'h018ED7, 
                              24'h0111AD, 24'h00B079, 24'h006917, 24'h00380B, 
                              24'h001D04};  
   logic signed [23:0] delay [0:N_taps-1];  
   logic signed [48:0] macc [0:N_taps-1];   
   always @(posedge clk or negedge reset_n) begin
      if (!reset_n) begin
         for (int i = 0; i < N_taps; i = i + 1) begin
            delay[i] <= 24'd0;  
         end
      end else begin
         delay[0] <= data_in;  
         for (int i = 1; i < N_taps; i = i + 1) begin
            delay[i] <= delay[i-1];  
         end
      end
   end
   always_comb begin
      macc[0] = delay[0] * coeff[0];  
      for (int i = 1; i < N_taps; i = i + 1) begin
         macc[i] = delay[i] * coeff[i] + macc[i-1];  
      end
   end
   assign data_out = macc[N_taps-1] >>> 24 ;
endmodule
==> run.sh <==
#!/bin/bash
# OpenROAD 26Q1-2900-gdf79404cd8, Yosys 0.63+post, stock flow scripts
make -C /OpenROAD-flow-scripts/flow DESIGN_CONFIG=/design/flow/config.mk WORK_HOME=/design/flow/orfs finish
==> config.mk <==
export PLATFORM = sky130hd
export DESIGN_NAME = FIR
export DESIGN_NICKNAME = FIR
export VERILOG_FILES = /design/flow/design.v
export SDC_FILE = /design/flow/constraint.sdc
export NUM_CORES = 4
export LEC_CHECK = 1
export CORE_UTILIZATION = 30
export SYNTH_HDL_FRONTEND = slang
==> constraint.sdc <==
current_design FIR

set clk_period 30.2
set clk_io_pct 0.2

create_clock -name clk0 -period $clk_period [get_ports {clk}]

set non_clock_inputs [all_inputs -no_clocks]
set_input_delay [expr $clk_period * $clk_io_pct] -clock clk0 $non_clock_inputs
set_output_delay [expr $clk_period * $clk_io_pct] -clock clk0 [all_outputs]
==> changes_impl.md <==
### Implementation results

- Outcome: finished, final reports clean
- DR iter-0 viols: just under 6000
- Post-layout util: between 30 and 40%
- Yosys cell types: 57
- Worst-Margin Slew: ~1200 ps
- Top Ports: about 50
- RSZ-0062 raised after global routing: no
- Biggest regs: delay x792
- Die area: around 950000 um^2
- Vias in the first global route: ~190k
- IO buf count: a little under 50
- Synth-to-layout area growth: 7.931%
- Clock Path Buffers: 4
- Root Driver: clkbuf_16
- Synth Instances: 25330
- Cts-stage hold buffer count: 0
- Die height: around 980 um
- Commonest Layout Cell: inv_1
- GPL Wtd Cong: between 1 and 1.5
- DP HPWL: around 870 mm
- Via count: around 160k
- Largest net degree at the start of global routing: about 84
- Max reg flops: between 700 and 800
- Post-route DRC: 0
- Drt via density: 4.219
- Dominant logic cell types in the final layout: 10510 x inv_1, 7430 x fa_1, 5580 x ha_1
- Setup Total Neg Slack: 0 ps
- Synth flops: 792
- Crit Path Class: reg -> out
- Slew Limit Headroom: 18.10%
- Final tally of setup violations: 0
- Top cell area share: a little over half
- Slowest stage delay, CP: around 1100 ps
- Post-cts resize count: 0
- Core area: between 900000 and 1000000 um^2
- Type of the worst min-delay path: reg -> reg
- CP arrival: between 10000 and 15000 ps
- Max Clock Skew: 74.65 ps
- CP Data Required Time: about 24000 ps
- Worst-path fanout max: 37
- Final min period: between 20000 and 25000 ps
- Post-layout period usage: approximately 69%
- Post-synth EDFFs: 0
- Main synth FF type: dfrtp_1
- Number of cell rows: ~360
- Post-synth seq share: 6.966%
- First-pass GRT wire length: ~1400 mm
- Synth top area cells: fa_1 52%, ha_1 25%, inv_1 14%
- Global route total overflow: 0
- CP startpoint kind: flop
- Worst-path clk slew: 60 ps
- Number of cells in Yosys stat: ~25000
- Avg Inst Size Synth: 11.23 um^2
- Kind of end point of the critical path: output pin
- H-Tree Level Count: 4
- Total Routing Usage GR: 21.61%
- Detail Route Antenna Nets: 0
- Yosys stat area: between 200000 and 300000 um^2
- Async set or reset register ratio after synthesis: around 100%
- Mean routed wirelength per cell: around 24 um
- Yosys warnings: 0
- Clock sink count: a little under 800
- Top reg by flops: delay
- OpenROAD warnings: 332
- Mapped Area: ~280000 um^2
- DRT Pass-1 Iters: 7
- CTS tree: done
- Die width: slightly below 1 mm
- Initial antenna violation count: 27
- Latency at later pin: 970 ps
- Critical path's slowest cell: fa_1
- Fmax achieved: about 48 MHz
- Fp util: 30.10%
- Final Slew Violations: 0
- Inserted Clock Buffers: 141
- Final wirelength: slightly above 900 mm
- CP dominant cell by count: fa_1
- Max Cap Viol: 0
- Setup Buffers After CTS: 0
- Share of layout cells above drive strength 1: under 10%
- Leading area contributor after synthesis: fa_1
- Hold Vio Cnt, Final: 0
## area by class of cell
class,instances,area [um^2]
Clock buffer,180,3918
Tap cell,12570,15720
Timing Repair Buffer,239,1959
Clock inverter,69,983.4
Multi-Input combinational cell,13990,225100
Sequential cell,792,19830
Antenna cell,23,57.56
Fill cell,94660,638100
Inverter,10520,39480
## logic make-up (layout without fill, tap and decap cells)
logic type / after synthesis / in the layout / synth area share (%)
other: 0 / 23 / 0
multiplexers: 38 / 38 / 0.1346
flip-flops: 792 / 792 / 6.966
AND-OR/OR-AND: 298 / 298 / 0.6346
adder cells (fa/ha/maj): 13010 / 13010 / 76.83
buffers and inverters: 10560 / 11010 / 13.92
AND/OR/NAND/NOR: 295 / 295 / 0.4587
XOR/XNOR: 342 / 342 / 1.053
## final timing paths
| path | startpoint | to | slack (ps) | depth (start not counted) |
|---|---|---|---|---|
| max in group asynchronous | reset_n | delay[789] | 21800 | 6 |
| worst max-delay path | delay[503] | data_out[21] | 9290 | 33 |
| worst min register to register | delay[487] | delay[463] | 480 | 0 |
| worst min-delay path | delay[487] | delay[463] | 480 | 0 |
| min in group asynchronous | reset_n | delay[215] | 5070 | 1 |
| worst max register to register | delay[503] | delay[479] | 28780 | 2 |
## synthesized netlist by cell type, drive strengths merged (6+ instances only)
master / instances
a21boi: 6
o21ai: 115
a211oi: 8
inv: 10510
o21bai: 6
nand2: 149
nor2: 61
xnor2: 283
a21oi: 85
or2: 20
nor2b: 8
o31ai: 9
mux2i: 36
xor2: 59
ha: 5581
clkbuf: 32
nand4: 9
a31oi: 10
and2: 16
fa: 7431
nand3: 13
a21o: 25
dfrtp: 792
## routing by layer
metal / vias to the layer above / global-route usage (%) / share of wire (%)
met4: 50 / 5.552 / 3.6
met5: - / 2.622 / 0.37
li1: 72370 / - / -
met1: 83440 / 26.11 / 36
met2: 5139 / 32.40 / 45
met3: 877 / 13.85 / 15
## critical path, delay by kind of cell (launching register included)
kind | cells | cell delay (ps)
AOI/OAI and AO/OA | 6 | 1650
xor gates and xnor gates | 2 | 1140
adders and majority gates | 17 | 8860
buffers and inverters | 8 | 1930
DFF | 1 | 340
## per-stage QoR
stage / area [um^2] / hold WS, ps / std cells / setup slack (ps)
2_1_floorplan: 284500 / 403.0 / 25330 / 12540
3_3_place_gp: 302100 / 471.5 / 38100 / 10310
3_5_place_dp: 302100 / 469.7 / 38100 / 10410
4_1_cts: 307000 / 477.5 / 38350 / 9319
5_1_grt: 307100 / 502.1 / 38360 / 8928
6_report: 307100 / 483.1 / 38370 / 9289
